==> design/flow/design.v <==
module computeEncryptedByte(  
	input logic start, clk, reset_n,
	output logic [7:0] e_address = 8'b0,
	input logic [7:0] e_q,
	output logic [7:0] s_data = 8'b0,
	output logic [7:0] s_address = 8'b0,
	output logic s_wren,
    input logic [7:0] s_q,
	output logic [7:0] d_data = 8'b0,
	output logic [7:0] d_address = 8'b0,
	output logic d_wren,
    output logic invalid_ascii = 1'b0,
	output logic finish);
	localparam idle = 7'b0000_000;
	localparam increment_i = 7'b0001_000;
    localparam read_s_i = 7'b0010_000;
    localparam wait_s_i = 7'b0011_000;
	localparam update_j = 7'b0100_000;
    localparam read_s_j = 7'b0101_000;
    localparam wait_s_j = 7'b0110_000;
    localparam swap1 = 7'b0111_000;
	localparam swap2 = 7'b1000_010;
	localparam read_for_f = 7'b1001_010;
    localparam wait_for_f = 7'b1010_000;
    localparam read_from_rom = 7'b1011_000;
    localparam wait_for_rom = 7'b1100_000;
    localparam compute_and_output = 7'b1101_000;
    localparam check_if_valid = 7'b1110_100;
	localparam done = 7'b1111_001;
    logic [6:0] state = idle;
	logic [7:0] i, data_at_i, j, data_at_j, f;
    logic [7:0] temp = 8'b0;
    parameter message_length = 32;
    logic [7:0] k = 8'b0;
	assign finish = state[0];
	assign s_wren = state[1];
    assign d_wren = state[2];
	always_ff @(posedge clk, negedge reset_n) begin
        if(!reset_n) state <= idle;
        else 
            case(state)
                idle: 	if (start) begin
                            state <= increment_i;
                            i <= 8'b0;
                            j <= 8'b0;
                            k <= 8'b0;
                            invalid_ascii <= 1'b0;
                        end
                        else begin	
                            state <= idle;
                        end
                increment_i: begin
                            state <= read_s_i;
                            i <= i + 1;
                        end
                read_s_i: begin
                        state <= wait_s_i;
                        s_address <= i;
                    end
                wait_s_i: begin
                        state <= update_j;
                    end
                update_j: begin
                        state <= read_s_j;
                        data_at_i <= s_q;
                        j <= j + s_q;
                    end
                read_s_j: begin
                        state <= wait_s_j;
                        s_address <= j;
                    end
                wait_s_j: begin
                        state <= swap1;
                    end
                swap1: begin
                        state <= swap2;
                        data_at_j <= s_q;
                        s_address <= i;
                        s_data <= s_q;
                        temp <= data_at_i;
                    end
                swap2: begin
                        state <= read_for_f;
                        data_at_i <= s_q;
                        s_address <= j;
                        s_data <= temp;
                    end
                read_for_f: begin
                        state <= wait_for_f;
                        data_at_j <= s_q;
                        s_address <= temp + data_at_i;
                    end
                wait_for_f: begin
                        state <= read_from_rom;
                    end
                read_from_rom: begin
                        state <= wait_for_rom;
                        f <= s_q;
                        e_address <= k;
                    end
                wait_for_rom: begin
                        state <= compute_and_output;
                    end
                compute_and_output: begin   
                    state <= check_if_valid;
                        d_address <= k;
                        d_data <= f^e_q;
                    end
                check_if_valid: begin
                        if((d_data < 8'd97 || d_data > 8'd122) && (d_data != 8'd32)) begin
                            invalid_ascii <= 1'b1;
                            state <= done;
                        end
                        else begin
                            invalid_ascii <= 1'b0;
                            if(k == message_length-1) state <= done;
                            else begin
                                k <= k + 1;   
                                state <= increment_i;
                            end
                        end     
                    end 
                done: begin
                        state <= idle;
                        s_address <= 8'b0;
                        s_data <= 8'b0;
                        d_address <= 8'b0;
                        d_data <= 8'b0;
                    end
                default: state <= idle;
            endcase
    end
endmodule
==> design/flow/run.sh <==
#!/bin/bash
# OpenROAD 26Q1-2900-gdf79404cd8, Yosys 0.63+post, stock flow scripts
make -C /OpenROAD-flow-scripts/flow DESIGN_CONFIG=/design/flow/config.mk WORK_HOME=/design/flow/orfs finish
==> design/flow/config.mk <==
export PLATFORM = sky130hd
export DESIGN_NAME = computeEncryptedByte
export DESIGN_NICKNAME = computeEncryptedByte
export VERILOG_FILES = /design/flow/design.v
export SDC_FILE = /design/flow/constraint.sdc
export NUM_CORES = 4
export LEC_CHECK = 1
export CORE_UTILIZATION = 40
==> design/flow/constraint.sdc <==
current_design computeEncryptedByte

set clk_period 7.9
set clk_io_pct 0.2

create_clock -name clk0 -period $clk_period [get_ports {clk}]

set non_clock_inputs [all_inputs -no_clocks]
set_input_delay [expr $clk_period * $clk_io_pct] -clock clk0 $non_clock_inputs
set_output_delay [expr $clk_period * $clk_io_pct] -clock clk0 [all_outputs]
==> results.sh <==
# yosys + openroad results
export IMPL_status="complete, no violations"
export IMPL_cts_tree="yes"
export IMPL_yosys_area_mm2=0.00463
export IMPL_leakagePower_uw=0.00209
export IMPL_synth_main_ff_cell="edfxtp_1"
export IMPL_hold_path_class="reg2reg"
export IMPL_path_cells="clkdlybuf4s50_1, ha_1, a21o_1, a21o_1, a2111oi_0, o21bai_1, mux2_2"
export IMPL_numCtsBuffers=9
export IMPL_cts_clk_slew_worst_paths_ns=0.07
export IMPL_whs_ns=0.463
export IMPL_arrival_ns=3.60
export IMPL_grt_overflow_total=0
export IMPL_cp_required_ns=7.99
export IMPL_synth_seq_share=0.614
export IMPL_cp_end_kind="register"
export IMPL_cts_resized_gates=0
export IMPL_slew_viol_final=0
export IMPL_clock_skew_ns=0.00925
export IMPL_worstRegToRegCells=4
export IMPL_ant_nets=0
export IMPL_crit_top_cell="a21o_1"
export IMPL_clock_sinks=96
export IMPL_clockBufferDepth=2
export IMPL_timing_fmax_mhz=284
export IMPL_vdd_drop_max_v=0.000130
export IMPL_final_hold_violation_count=0
export IMPL_edf_count=89
export IMPL_drive_gt1_frac=0.0656
export IMPL_syn_avg_cell_area_um2=12.9
export IMPL_finalSetupViolCount=0
export IMPL_min_period_ns=3.52
export IMPL_antenna_cells=0
export IMPL_avgRoutedWirePerCell_um=16.2
export IMPL_initCoreUtil=0.418
export IMPL_place_congestion=0.863
export IMPL_rows=38
export IMPL_synthToLayoutAreaGrowth_pct=23.1
export IMPL_yosysWarnings=1
export IMPL_max_slew_margin_rel=0.448
export IMPL_pwr_density_cell_mw_per_mm2=256
export IMPL_final_cell_mix="edfxtp_1, clkdlybuf4s50_1, nor2_1, xnor2_1, o21ai_0"
export IMPL_clk_latency_ns=0.34
export IMPL_crit_type="in2reg"
export IMPL_critPathMaxFanout=5
export IMPL_synth_area_mm2=0.00463
export IMPL_drt_iter0_markers=207
export IMPL_tool_warnings=25
export IMPL_grt_use_total=0.171
export IMPL_synthDistinctLibCells=53
export IMPL_worstMarginPinSlew_ns=0.828
export IMPL_ys_flops=96
export IMPL_post_cts_buffers=0
export IMPL_coreArea_mm2=0.0111
export IMPL_reg2reg_from="state[5]"
export IMPL_port_buffers=62
export IMPL_grt_first_pass_wirelength_um=14600
export IMPL_grt_max_degree=20
export IMPL_drt_total_wl_um=9160
export IMPL_holdPathStages=0
export IMPL_cts_htree_levels=3
export IMPL_grt_pass1_vias=2764
export IMPL_cp_slowest_cell="clkdlybuf4s50_1"
export IMPL_holdPathEnd="temp[6]"
export IMPL_drcViolationCount=0
export IMPL_slowest_delay_ns=0.57
export IMPL_reg2reg_to="k[4]"
export IMPL_layout_top_cell="edfxtp_1"
export IMPL_start_kind="input pin"
export IMPL_vias_per_cell=5.34
export IMPL_synth_top_area_share=0.577
export IMPL_top_cells_by_area="edfxtp_1, ha_1, dfrtp_1"
export IMPL_worstHoldStart="data_at_i[6]"
export IMPL_tns_ns=0
export IMPL_post_route_period_util=0.445
export IMPL_maxCapViolCount=0
export IMPL_yosysCellCount=358
export IMPL_root_buffer="clkbuf_16"
export IMPL_die_width_um=110
export IMPL_via_count=3026
export IMPL_rsz0062_at_grt="false"
export IMPL_die_h_um=110
export IMPL_firstDrtPassIters=4
export IMPL_antenna_found_initial=0
export IMPL_ios=63
export IMPL_yosys_area_top_type="edfxtp_1"
export IMPL_syn_inst=358
export IMPL_chip_area_mm2=0.0120
export IMPL_ctsHoldBuffers=0
export IMPL_fillers=917
export IMPL_dp_hpwl_um=6670
export IMPL_ys_async_sr_fraction=0.0729
export IMPL_reg2reg_setup_slack_ns=5.16
-- metal layers --
layer | up-vias | wire (um) | GRT usage
met5 | - | 0 | 0
met3 | 11 | 626 | 0.0363
met2 | 100 | 4110 | 0.238
li1 | 1473 | - | -
met1 | 1442 | 4290 | 0.303
met4 | 0 | 136 | 0.0305
-- critical path: cells and delay by family --
family	cells	cell delay, ns
fa+ha+maj	1	0.26
mux	1	0.27
buf+inv	1	0.57
compound gates	4	0.91
-- Yosys cell counts (7+ instances only) --
library cell	instances
edfxtp_1	89
nor2_1	36
xnor2_1	18
o21ai_0	17
ha_1	16
a21oi_1	14
nand3_1	14
inv_1	12
xor2_1	12
nor2b_1	11
nand2_1	10
a22o_1	9
a21o_1	8
nor3_1	8
and3_1	7
dfrtp_1	7
-- how the worst max path moves through the flow --
stage                   from   end  slack (ns)  cells past startpoint
final                 s_q[1]  j[7]        4.38                      7
after global routing  s_q[1]  j[7]        4.32                      7
after CTS             s_q[1]  j[7]        4.37                      7
-- cell families (layout without fill, tap and decap cells) --
logic type / count (synthesis) / count (layout) / share of synthesized area
buf+inv: 23 / 92 / 0.0229
flops: 96 / 96 / 0.614
fa+ha+maj: 18 / 18 / 0.0518
mux: 3 / 3 / 0.00675
simple gates: 113 / 113 / 0.133
xor+xnor: 30 / 30 / 0.0567
compound gates: 75 / 75 / 0.114
-- per-stage QoR --
step           utilization  setup WS (ns)  instance area [um2]  power, uW  cells
2_1_floorplan            -           4.70                 4630        905    358
6_report             0.515           4.38                 5700       1460    567
5_1_grt              0.515           4.32                 5700       1540    567
3_5_place_dp         0.486           4.01                 5380       1010    551
4_1_cts              0.515           4.37                 5700       1470    567
3_3_place_gp         0.486           4.06                 5380       1010    551
-- cell type report --
| cell class | count | area, um2 | share of cell area |
|---|---|---|---|
| Clock buffer | 9 | 225 | 0.0395 |
| Timing Repair Buffer | 64 | 636 | 0.111 |
| Sequential cell | 96 | 2850 | 0.499 |
| Multi-Input combinational cell | 239 | 1680 | 0.295 |
| Clock inverter | 7 | 95.1 | 0.0167 |
| Inverter | 12 | 45.0 | 0.00790 |
| Tap cell | 140 | 175 | 0.0307 |
-- power breakdown --
group | internal [uW] | total, uW | leakage [uW] | switching (uW)
registers | 632 | 700 | 0.000906 | 68.2
clock network | 255 | 457 | 0.000157 | 202
logic | 143 | 302 | 0.00103 | 159
Power figures rest on the tool's default switching activity, not on a simulated workload.
