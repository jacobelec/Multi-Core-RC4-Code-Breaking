### design/flow/config.mk
export PLATFORM = sky130hd
export DESIGN_NAME = main_fsm
export DESIGN_NICKNAME = main_fsm
export VERILOG_FILES = /design/flow/design.v
export SDC_FILE = /design/flow/constraint.sdc
export NUM_CORES = 4
export LEC_CHECK = 1
export CORE_AREA = 10 10 108 108
export DIE_AREA = 0 0 118 118
### design/flow/constraint.sdc
current_design main_fsm

set clk_period 3.6
set clk_io_pct 0.2

create_clock -name clk0 -period $clk_period [get_ports {clk}]

set non_clock_inputs [all_inputs -no_clocks]
set_input_delay [expr $clk_period * $clk_io_pct] -clock clk0 $non_clock_inputs
set_output_delay [expr $clk_period * $clk_io_pct] -clock clk0 [all_outputs]
### design/flow/design.v
module main_fsm(input logic clk, reset_n, invalid_ascii,
						input logic finish_init, finish_shuffle, finish_compute, 
						output logic start_init, start_shuffle, start_compute,
						output logic [9:0] LEDR,
						output logic [23:0] secret_key);  
	parameter idle = 4'b0000;
	parameter task1 = 4'b0001;
	parameter task2a = 4'b0010;
	parameter task2b = 4'b0100;
	parameter done = 4'b1000;
	logic [3:0] state  ;
	assign start_init = state[0];
	assign start_shuffle = state[1];
	assign start_compute = state[2];
	always_ff @(posedge clk, negedge reset_n)
		if (!reset_n) begin  
			state <= idle;
			secret_key <= 24'b0;
			LEDR <= 10'b0;
			end
		else
			case(state)
				idle: 	state <= task1;
				task1: 	if (finish_init) state <= task2a;
							else state <= task1;
				task2a: 	if (finish_shuffle) state <= task2b;
							else state <= task2a;
				task2b: 	begin
								if (finish_compute && invalid_ascii && secret_key < 24'd16777215) begin  
									state <= task1;
									secret_key <= secret_key + 1;
								end
								else if(finish_compute && !invalid_ascii) begin  
									LEDR[9:0] <= 1;
									state <= done;
								end
								else if(finish_compute && secret_key == 24'd16777215) begin  
									LEDR[9:0] <= 1;
									state <= done;
								end
								else state <= task2b;
							end
				done: 	state <= done;
				default: state <= idle;
			endcase
endmodule
### design/flow/run.sh
#!/bin/bash
# OpenROAD 26Q1-2900-gdf79404cd8, Yosys 0.63+post, stock flow scripts
make -C /OpenROAD-flow-scripts/flow DESIGN_CONFIG=/design/flow/config.mk WORK_HOME=/design/flow/orfs finish
==> run_results.csv <==
group,metric,value,unit
drt,diodes,0,
floorplan,rows,35,
worst_setup_path,crit_type,"in2reg",
final_timing,timing.max_slew.rel_slack,46.5,%
logic_synthesis,top_cells_by_count,"dfrtp_1 (29), xnor2_1 (16), nand3_1 (15)",
clocking,path_clk_slew,0.06,ns
power_and_ir_drop,peakVddDrop,0.000106,V
final_timing,skew,0.00929,ns
place,io_buffers,33,
final_timing,post-route-min-period,2.48,ns
logic_synthesis,synth_area_leader_cell,"dfrtp_1",
drt,routed-via-count,1210,
floorplan,core,9280,sq um
floorplan,chipArea,13900,sq um
logic_synthesis,ys_sh_xor,13.1,%
logic_synthesis,ys_cells,149,
final_timing,period_used_share,68.8,%
final_timing,hold_violations,0,
final_timing,worst_pin_slew,0.799,ns
final_timing,maxSlewViolCount,0,
global_routing,grt-ovfl-total,0,
clocking,cts.htree.levels,2,
floorplan,io_pins,43,
logic_synthesis,yosys.stat.seqShare,47.3,%
logic_synthesis,syn-instance-count,149,
drt,drc,0,
floorplan,fp_util,16.5,%
logic_synthesis,ys_sh_adder,0.816,%
logic_synthesis,ys.flops,29,
job,warnings,25,
drt,wl_per_cell,12.6,microns
logic_synthesis,synth-main-ff-cell,"dfrtp_1",
hold_path,hold_path.class,"reg2reg",
place,hpwlAfterDp,3160,microns
final_timing,max_freq,404,MHz
layout,syn2layout_area_growth,35.7,%
logic_synthesis,topCellsByArea,"dfrtp_1 (47%), xnor2_1 (9.1%), nand3_1 (4.9%), buf_4 (4.4%), xor2_1 (4.0%)",
worst_setup_path,cp.arrival,2.65,ns
final_timing,fin_tns_setup,0,ns
global_routing,grt_first_pass_wirelength,6670,microns
clocking,clk_latency,0.28,ns
final_timing,rsz0062_at_grt,"false",
drt,dr.pass1.iters,4,
clocking,post-cts-setup-buffer-count,0,
clocking,clockBufferDepth,2,
drt,wirelength,4020,microns
clocking,cts_made_buffers,5,
global_routing,grt_pass1_vias,1240,
logic_synthesis,synthSimpleGateAreaFrac,27.8,%
global_routing,grt_usage,5.78,%
clocking,cts_root_buffer,"clkbuf_8",
floorplan,die_h,118,microns
logic_synthesis,edf_count,0,
layout,fin_util,22.4,%
clocking,cts-resized-gates,0,
floorplan,die_width,118,microns
worst_setup_path,end_kind,"flop",
clocking,cts_tree,"yes",
power_and_ir_drop,powerDensity,385,nW/um^2
drt,ant_nets,0,
logic_synthesis,synthDistinctLibCells,33,
worst_setup_path,crit_path_start_kind,"primary input",
worst_setup_path,worst-path-max-fanout,4,
power_and_ir_drop,p_leak,0.836,nW
clocking,numClockSinks,29,
layout,nFillCells,1008,
layout,final_layout_size_suffix_gt1_share,8.47,%
logic_synthesis,async_flop_share,100,%
clocking,hold_buffers,0,
logic_synthesis,ys_warn_count,1,
logic_synthesis,aoi_share,3.43,%
global_routing,grt_max_degree,30,
logic_synthesis,top_area_share,47.3,%
logic_synthesis,topCombFamilyByArea,"simple AND/OR/NAND/NOR gates",
job,max_cap_viol_count,0,
logic_synthesis,synth_area_per_cell,10.3,sq um
logic_synthesis,ys_area,1530,sq um
logic_synthesis,synth_top_cell_by_count,"dfrtp_1",
drt,vias_per_cell,3.81,
logic_synthesis,mux_share,0.735,%
place,place.gp.congestion,0.800,
worst_setup_path,worstPathRequired,3.77,ns
drt,drtIter0Drc,41,
logic_synthesis,syn_area,1530,sq um
run_status,status,"finished, final reports clean",
final_timing,setup_violations,0,
global_routing,antenna_found_initial,0,
## critical path, stage by stage
cell and delay (ns):
clkdlybuf4s50_1 0.59, nand4b_1 0.13, or4_1 0.46, a311oi_1 0.44
nand4_1 0.17, xnor2_1 0.14
## placed cells by master, fill, tap and decap left out, types with 5 or more instances in the layout
cell type and count:
dfrtp_1 29, conb_1 9, nor2_1 5, nand2_1 12, clkbuf_8 6, xor2_1 7, nand3_1 15, xnor2_1 16
nand4_1 6, clkdlybuf4s50_1 33, nor3_1 11
## kinds of logic after synthesis
kind of cell / count (synthesis)
flops: 29
mux: 1
simple gates: 72
fa+ha+maj: 1
other cells: 1
buf+inv: 15
compound gates: 7
xor+xnor: 23
## area by class of cell
type / count / area (sq um) / area share [%]
clock buffer: 7 / 86.3 / 4.15
inverter: 4 / 15.0 / 0.722
multi-input combinational: 113 / 738 / 35.5
sequential: 29 / 726 / 34.9
tap: 129 / 161 / 7.76
timing repair buffer: 36 / 353 / 17.0
## per-layer routing
layer / vias to the layer above / GRT usage, % / part of all wire (%)
met5: - / 0 / 0
met4: 0 / 0.850 / 1.1
met3: 6 / 2.19 / 6.2
met2: 28 / 8.74 / 45
met1: 571 / 7.85 / 48
li1: 605 / - / -
## report_power, final
part / switching, mW / total, mW / internal [mW]
registers: 0.0531 / 0.406 / 0.353
logic: 0.0389 / 0.125 / 0.0858
clock network: 0.118 / 0.269 / 0.151
## state kept, by name, summed over array words and instances (netlist names)
name,cells
secret_key,24
state,4
LEDR,1
## through the flow
step / hold slack [ns] / setup WS (ns) / total power [mW] / cells / area (sq um)
2_1_floorplan: 0.408 / 1.57 / 0.466 / 157 / 1560
3_5_place_dp: 0.473 / 0.799 / 0.542 / 311 / 1990
4_1_cts: 0.499 / 1.09 / 0.811 / 318 / 2080
3_3_place_gp: 0.459 / 0.826 / 0.542 / 311 / 1990
6_report: 0.486 / 1.12 / 0.800 / 318 / 2080
5_1_grt: 0.526 / 0.977 / 0.851 / 318 / 2080
## final timing paths
check                      slack, ns           start        endpoint  depth (start not counted)
max in group asynchronous       2.49         reset_n   secret_key[8]                          2
setup reg to reg                1.28   secret_key[3]   secret_key[4]                          6
setup / recovery                1.12  finish_compute  secret_key[23]                          6
min in group asynchronous       0.82         reset_n  secret_key[23]                          2
hold reg to reg                 0.49         LEDR[0]         LEDR[0]                          1
hold / removal                  0.49         LEDR[0]         LEDR[0]                          1
Power figures rest on the tool's default switching activity, not on a simulated workload.
