$ cat ./run.sh
#!/bin/bash
# OpenROAD 26Q1-2900-gdf79404cd8, Yosys 0.63+post, stock flow scripts
make -C /OpenROAD-flow-scripts/flow DESIGN_CONFIG=/design/flow/config.mk WORK_HOME=/design/flow/orfs finish
$ cat ./config.mk
export PLATFORM = sky130hd
export DESIGN_NAME = shuffle
export DESIGN_NICKNAME = shuffle
export VERILOG_FILES = /design/flow/design.v
export SDC_FILE = /design/flow/constraint.sdc
export NUM_CORES = 4
export LEC_CHECK = 1
export CORE_UTILIZATION = 40
$ cat ./constraint.sdc
current_design shuffle

set clk_period 5.4
set clk_io_pct 0.2

create_clock -name clk0 -period $clk_period [get_ports {clk}]

set non_clock_inputs [all_inputs -no_clocks]
set_input_delay [expr $clk_period * $clk_io_pct] -clock clk0 $non_clock_inputs
set_output_delay [expr $clk_period * $clk_io_pct] -clock clk0 [all_outputs]
$ cat ./design.v
module shuffle(input logic start, clk, reset_n,
				input logic [7:0] q,
				input logic [23:0] secret_key,
				output logic [7:0] data, address,
				output logic finish, wren);  
	logic [4:0] state  ;
	logic [7:0] temp_val_i, temp_addr_i, temp_val_j, temp_addr_j;
	parameter idle = 5'b00000;
	parameter wait_s_i = 5'b00100;
	parameter read_s_i = 5'b01000;
	parameter wait_s_j = 5'b01100;
	parameter read_s_j = 5'b10000;
	parameter write_s_ij = 5'b00010;
	parameter counting = 5'b01010;
	parameter done = 5'b00001;
	assign finish = state[0];
	assign wren = state[1];
	always_ff @(posedge clk, negedge reset_n)
		if(!reset_n) state <= idle;
		else 
		case(state)
			idle: 		if (start) begin
								state <= read_s_i;
								data <= 0;
								address <= 0;
							end
							else begin	
								state <= idle;
								data <= 0;
								address <= 0;
								temp_val_i <= 0;
								temp_addr_i <= 0;
								temp_val_j <= 0;
								temp_addr_j <= 0;
							end
			wait_s_i:	state <= read_s_i;
			read_s_i: 	begin
								state <= wait_s_j;
								temp_val_i <= q;
								temp_addr_i <= address;
								case(address%3)
									8'd0:		begin
													temp_addr_j <= temp_addr_j + q + secret_key[23:16];  
													address <= temp_addr_j + q + secret_key[23:16];
												end
									8'd1: 	begin
													temp_addr_j <= temp_addr_j + q + secret_key[15:8];
													address <= temp_addr_j + q + secret_key[15:8];
												end
									8'd2: 	begin	
													temp_addr_j <= temp_addr_j + q + secret_key[7:0];
													address <= temp_addr_j + q + secret_key[7:0];
												end
									default:	begin
													temp_addr_j <= temp_addr_j + q + 0;  
													address <= temp_addr_j + q + 0;
												end
								endcase
							end
			wait_s_j:	state <= read_s_j;
			read_s_j:	begin
								state <= write_s_ij; 
								data <= temp_val_i;
								temp_val_j <= q;
							end
			write_s_ij:	begin
								state <= counting; 
								data <= temp_val_j;
								address <= temp_addr_i;
							end	
			counting: 	if (address >= 8'd255) begin	
								state <= done;
								data <= 0;
								address <= 0;
							end
							else begin
								state <= wait_s_i;
								address <= address + 1'b1;
							end
			done: 		begin
								state <= idle;
								data <= 0;
								address <= 0;
								temp_val_i <= 0;
								temp_addr_i <= 0;
								temp_val_j <= 0;
								temp_addr_j <= 0;
							end
			default: 	begin 
								state <= idle;
								data <= 0;
								address <= 0;
								temp_val_i <= 0;
								temp_addr_i <= 0;
								temp_val_j <= 0;
								temp_addr_j <= 0;
							end
		endcase
endmodule
==> git commit body <==
Log flow metrics for this revision

- Portion of the clock cycle consumed by the worst path in the final layout: 121.0%
- The count of cells in the finished layout, fillers not included, comes to 684.
- Setup repair after global routing could not meet its margin everywhere.
* Die Size: 10,790 um2
- R2R Setup Slk: -1.13 ns
- Post-layout minimum cycle time: 6.534 ns
- STA classifies the critical path startpoint as a register.
- Setup skew after layout: 0.004474 ns
- Mean Syn Cell Area: 9.905 um2
- After global routing the overflow that remains totals 0.
* CP max stage cell: sky130_fd_sc_hd__or4_1
- The layout summary lists the proportion of cells stronger than drive strength 1 as 31.58%.
- Counting every sink on the clock net gives 53.
- The skew report gives the latency at the later pin of the worst-skew pair as 0.30 ns.
- Reg2reg start: address[7]
- Slowest stage delay, CP: 0.50 ns
- Leaving out fill and tap cells, the most frequent cells in the layout are 87 x sky130_fd_sc_hd__buf_4, 52 x sky130_fd_sc_hd__clkdlybuf4s50_1, 48 x sky130_fd_sc_hd__edfxtp_1.
- TritonCTS built the clock tree.
- Antenna violations before repair: 0
- Number of global-route vias before repair: 3,523
- Sequential cells were found to cover 37.74% of the synthesized design area.
* Number of cell rows: 36
* Global-route wire length before repair: 17,140 um
- Counting tap cells, the placed design contains a total of 654 instances.
- After synthesis, the design contains 419 cells according to Yosys.
* Largest fanout of any net on the critical path: 7
* Peak clock frequency supported by timing: 153.1 MHz
* Total of flip-flops plus latches after synthesis: 53
- After detailed routing, the total wire length is 10,060 um.
- For reference, the critical path is captured by address[7].
- Start point of the critical path: address[7]
* Final weighted congestion of routability-driven global placement: 0.8373
* Summed standard-cell area reported by yosys: 4150 um2
* Cell at the root of the clock tree: sky130_fd_sc_hd__clkbuf_8
- Chip height: 103.9 um
- Final Hold Violating Endpoints: 0
* Routed via count: 3,637
- Worst hold-check slack: 0.5387 ns
- After layout, the worst setup slack is -1.134 ns.
- Logic depth along the worst register-to-register path is recorded as 33.
- Horizontal die size: 103.9 um
* CTS hold repair buffers: 0
- Final setup viols: 13
- Dividing the detail-routed via count by the number of cells gives 5.317.
- The logs give a warning total of 31.
* Post-synth tally of flip-flops with integrated enable: 48
- Arrival time reported for the critical path endpoint: 6.59 ns
* Maximum number of pins on one net before global-route repair: 25
- Port buffering added 52 buffers.
- Compared with the post-synthesis result, the final layout area differs by 40.28%.
- The worst setup path is captured at a register.
- Dominant flop cell: sky130_fd_sc_hd__edfxtp_1
- Category of the critical setup timing path: register to register
- Looking at the clock tree report, the maximum root-to-sink buffer count equals 2.
- Count of yosys warnings during synthesis: 1
- The checks that failed: setup timing.
- The cell area that synthesis handed to floorplanning was 4150 um2.
- Most frequent standard cell in the layout excluding fill and tap cells: sky130_fd_sc_hd__buf_4
* Clock-pin transition on the worst setup and hold timing paths: 0.09 ns
- The detailed router finished its first iteration with 133 violations.
* Final slew viol count: 0
- The H-tree was split into 2 levels.
- Fraction of synthesis flops using an asynchronous set or reset pin: 9.434%
- The final layout reports a setup TNS of -7.100 ns.
* Total I/O pin count: 53
- In this run the critical register-to-register path is captured at address[7].
* Worst Path Required: 5.45 ns
- Total clock buffers created by CTS: 5
- DPL Wire Length: 7362 um
* Result of the run: finished with violations
- Max capacitance violation total: 0
- In the final routed layout, each cell accounts on average for 14.71 um.
* Library cells used by synthesis: 76
- The pin closest to its max-slew limit shows a slew of 0.7933 ns.
* Overall track demand over capacity in global routing: 20.22%
* Initial standard-cell utilization of the core: 41.88%
* Length of the first detailed-routing pass in iterations: 4
- In the routed design, unresolved DRC markers number 0.
- Count of antenna diodes in the layout: 0
- Residual antenna-violating net count after detailed routing: 0
* Class of the tightest hold or removal check: register to register
- Synthesis produced a netlist whose cell count is 419.
- Remaining max-slew budget at the tightest pin: 46.92%
- The core region is 9910 um2.
-- per-layer routing --
layer  GRT usage (%)  up-vias  routed length [um]  part of all wire [%]
li1                -     1842                   -                     -
met1           32.56     1714                4963                    49
met2           31.71       74                4598                    46
met3           2.999        7                 397                   3.9
met4           1.020        0                 103                   1.0
met5               0        -                   0                     0
-- Yosys cell counts, types with 3 or more instances --
library cell / number / share of area, %
sky130_fd_sc_hd__o22ai_1: 3 / 0.45
sky130_fd_sc_hd__a21o_1: 7 / 1.3
sky130_fd_sc_hd__a211oi_2: 3 / 0.90
sky130_fd_sc_hd__a22oi_1: 8 / 1.4
sky130_fd_sc_hd__nor2_1: 41 / 3.7
sky130_fd_sc_hd__xnor2_1: 18 / 3.8
sky130_fd_sc_hd__inv_1: 20 / 1.8
sky130_fd_sc_hd__nand2_1: 16 / 1.4
sky130_fd_sc_hd__and3_1: 6 / 0.90
sky130_fd_sc_hd__mux2i_1: 13 / 3.1
sky130_fd_sc_hd__nor3_1: 4 / 0.48
sky130_fd_sc_hd__o211ai_1: 8 / 1.4
sky130_fd_sc_hd__o221ai_1: 4 / 0.84
sky130_fd_sc_hd__a211oi_1: 3 / 0.54
sky130_fd_sc_hd__nand4_1: 3 / 0.45
sky130_fd_sc_hd__nand2b_1: 4 / 0.60
sky130_fd_sc_hd__edfxtp_1: 48 / 35
sky130_fd_sc_hd__or2_2: 3 / 0.45
sky130_fd_sc_hd__xor2_1: 4 / 0.84
sky130_fd_sc_hd__o21bai_1: 5 / 0.90
sky130_fd_sc_hd__nand3_1: 18 / 2.2
sky130_fd_sc_hd__a31oi_1: 4 / 0.60
sky130_fd_sc_hd__and2_1: 22 / 3.3
sky130_fd_sc_hd__clkbuf_1: 13 / 1.2
sky130_fd_sc_hd__buf_2: 4 / 0.48
sky130_fd_sc_hd__dfrtp_1: 5 / 3.0
sky130_fd_sc_hd__nor2b_1: 4 / 0.60
sky130_fd_sc_hd__o21ai_0: 19 / 2.3
sky130_fd_sc_hd__ha_1: 20 / 6.0
sky130_fd_sc_hd__a21oi_1: 20 / 2.4
sky130_fd_sc_hd__and3b_1: 4 / 0.84
sky130_fd_sc_hd__a22o_1: 8 / 1.7
sky130_fd_sc_hd__o21ai_1: 3 / 0.36
-- timing repair --
action / CTS / global route
endpoints found under the setup margin: 15 / 15
pin swaps: 30 / 3
setup buffers: 23 / 5
gates resized: 29 / 12
-- worst min path at each step --
| stage | startpoint | end | slack [ns] | cells past startpoint |
|---|---|---|---|---|
| CTS | temp_val_j[3] | data[3] | 0.54 | 1 |
| global route | temp_addr_i[2] | address[2] | 0.56 | 2 |
| finish | temp_val_j[3] | data[3] | 0.54 | 1 |
-- worst max-delay path, delay by kind of cell (launching register included) --
kind | cells | cell delay (ns)
xor+xnor | 1 | 0.14
mux | 1 | 0.32
flops | 1 | 0.46
buf+inv | 1 | 0.18
fa+ha+maj | 4 | 1.01
compound gates | 17 | 2.78
simple gates | 9 | 1.40
-- registers in the layout, indices dropped and copies added (netlist names) --
register	cells
data	8
temp_val_i	8
temp_addr_j	8
temp_val_j	8
state	5
address	8
temp_addr_i	8
-- area by class of cell --
cell class | count | area, um2
clock buffer | 5 | 68.82
fill | 845 | 4088
tap | 133 | 166.4
multi-input combinational | 324 | 2674
sequential | 53 | 1567
clock inverter | 3 | 17.52
inverter | 21 | 78.83
timing repair buffer | 145 | 1250
-- logic make-up (layout without fill, tap and decap cells) --
| kind of cell | Yosys count | count (layout) | share of synthesized area, % |
|---|---|---|---|
| and+or+nand+nor | 143 | 143 | 19.78 |
| AOI/OAI and AO/OA | 122 | 122 | 22.70 |
| DFF | 53 | 53 | 37.74 |
| buffers and inverters | 42 | 174 | 4.462 |
| adders and majority gates | 22 | 22 | 6.994 |
| xor gates and xnor gates | 22 | 22 | 4.643 |
| muxes | 15 | 15 | 3.678 |
-- per-stage QoR --
step	cell area (um2)	util (%)	setup WS [ns]
6_report	5822	58.75	-1.134
5_1_grt	5822	58.75	-1.509
4_1_cts	5724	57.77	-1.091
3_5_place_dp	5358	54.07	-1.268
3_3_place_gp	5358	54.07	-1.158
2_1_floorplan	4245	-	-1.521
